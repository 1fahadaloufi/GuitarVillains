--- flow/config.mk ---
export PLATFORM = sky130hd
export DESIGN_NAME = fa4
export DESIGN_NICKNAME = fa4
export VERILOG_FILES = /design/flow/design.v
export SDC_FILE = /design/flow/constraint.sdc
export NUM_CORES = 4
export LEC_CHECK = 1
export CORE_AREA = 10 10 70 70
export DIE_AREA = 0 0 80 80
--- flow/constraint.sdc ---
current_design fa4

set clk_period 3.7
set clk_io_pct 0.2

create_clock -name clk0 -period $clk_period

set non_clock_inputs [all_inputs -no_clocks]
set_input_delay [expr $clk_period * $clk_io_pct] -clock clk0 $non_clock_inputs
set_output_delay [expr $clk_period * $clk_io_pct] -clock clk0 [all_outputs]
--- flow/design.v ---
module fa (
  input logic a, b, ci,
  output logic s, co
);
  assign s = a ^ b ^ ci;
  assign co = (a & b) | ((a | b) & (ci));
endmodule
module fa4 (
  input logic [3:0] a, b,
  input logic ci,
  output logic [3:0] s,
  output logic co
);
  wire [2:0] x;
  fa add1(.a(a[0]), .b(b[0]), .ci(ci), .s(s[0]), .co(x[0]));
  fa add2(.a(a[1]), .b(b[1]), .ci(x[0]), .s(s[1]), .co(x[1]));
  fa add3(.a(a[2]), .b(b[2]), .ci(x[1]), .s(s[2]), .co(x[2]));
  fa add4(.a(a[3]), .b(b[3]), .ci(x[2]), .s(s[3]), .co(co));
endmodule
--- flow/run.sh ---
#!/bin/bash
# OpenROAD 26Q1-2900-gdf79404cd8, Yosys 0.63+post, stock flow scripts
make -C /OpenROAD-flow-scripts/flow DESIGN_CONFIG=/design/flow/config.mk WORK_HOME=/design/flow/orfs finish
==> reports/results.tsv <==
stage	metric	value	unit
synthesis	ys_area	140	µm²
synthesis	synth_area	140	µm²
cts	cts_hold_buf	0	
layout	final_util	9.12	%
pwr	swShare	28.2	%
grt	grt_usage	1.30	%
pwr	seqPwrFrac	0	%
drt	wl_met3	45	µm
critical_path	crit_start	a[0]	
layout	areaGrowthSynthToFinish	122	%
layout	ff_latch_area	0	µm²
critical_path	end_kind	output pin	
timing	tightest_slew	0.0971	ns
drt	wl_met1	167	µm
pwr	clockPowerShare	0	%
drt	ant_nets	0	
placed_design	place_area	308	µm²
critical_path	cp_data_arrival_time	2.88	ns
critical_path	critical-path-max-stage-delay	0.46	ns
run	max_cap_viol_count	0	
synthesis	yosys.cell_count.top_type	inv_1	
worst_hold_path	min_path_cells	3	
run	warning_count	32	
timing	finalCritPeriodShare	97.9	%
timing	period_minus_slack	3.62	ns
drt	antenna-diode-count	0	
pwr	p_per_area	122	mW/mm²
status	status	finished, final reports clean	
critical_path	crit_top_cell	fa_2	
synthesis	postSynthSeqShare	0	%
pwr	p_int	27.3	µW
critical_path	cp-endpoint	s[3]	
die	die_h	80	µm
worst_hold_path	min_from	ci	
cts	postCtsSetupRepairBufs	0	
critical_path	path_cells	dlygate4sd2_1, fa_2, fa_2, inv_2, fa_2, fa_1, inv_1, clkdlybuf4s50_1	
critical_path	cpMaxStageDelayCell	clkdlybuf4s50_1	
drt	drc_errors	0	
critical_path	critPathLaunchType	primary input	
grt	grt_max_degree	2	
critical_path	cp.depth	8	
grt	grt_antenna_before_repair	0	
timing	worst_slack	0.0792	ns
synthesis	top_area_share	57.1	%
drt	dr_wl_met2	219	µm
critical_path	path_class	in2out	
drt	top_layer	met3	
synthesis	synth_area_leader_cell	fa_1	
timing	relSlewSlack	93.5	%
critical_path	worst_path_dominant_cell_family	adder cells	
placed_design	io_buffers	14	
placed_design	dp.cells	72	
timing	max_freq	276	MHz
die	die_x	80	µm
synthesis	area_leaders	fa_1 57%, buf_4 21%, inv_1 21%	
critical_path	path_max_fanout	1	
placed_design	gp_congestion	0.722	
die	rows	21	
timing	drv_slew	0	
worst_hold_path	min_path_type	in2out	
grt	grt_pass1_vias	125	
drt	drt_wl_total	432	µm
drt	vias	116	
synthesis	yosys-top-cells-count	8 x inv_1, 4 x buf_4, 4 x fa_1	
pwr	pwr-share-comb	100.0	%
grt	grt_overflow	0	
timing	rsz0062_at_grt	false	
synthesis	ys_types	3	
synthesis	ys_cells	16	
drt	via_per_inst	1.61	
layout	final_cell_area	312	µm²
pwr	switchingPower	10.8	µW
timing	hold_viol	0	
pwr	power_leakage	0.000127	µW
synthesis	avgSynthCellArea	8.76	µm²
timing	finalSetupViolCount	0	
die	placeableCoreArea	0.00342	mm²
grt	grt_pass1_wl	683	µm
placed_design	dp_slack	-0.228	ns
synthesis	yosys_warnings	0	
drt	avgRoutedWirePerCell	6.00	µm
layout	nClkBuffers	0	
critical_path	worstPathRequired	2.96	ns
layout	numSequentialCells	0	
drt	drt-pass1-iter-count	1	
die	io_pins	14	
critical_path	critical_path_buf_inv_count	4	
synthesis	synth_cells	16	
die	fp_util	4.10	%
layout	layout-drive-gt1-share	15.4	%
drt	first_iter_violations	0	
placed_design	dpl.hpwl	432	µm
pwr	ir_drop	0.0000189	V
layout	instances_no_fill	72	
die	dieArea	0.00640	mm²
-- worst min-delay path by stage --
stage | end
finish | s[0]
CTS | s[0]
global route | s[0]
-- metal layers --
metal / track usage [%] / vias up
met5: 0 / -
met4: 0 / 0
met3: 0.227 / 0
met2: 2.33 / 6
met1: 1.68 / 54
li1: - / 56
-- layout by cell type (no fill, tap or decap), drive strengths merged --
| master | count |
|---|---|
| clkdlybuf4s50 | 11 |
| dlygate4sd2 | 3 |
| inv | 8 |
| fa | 4 |
-- stage by stage --
| stage | power (µW) | hold WS, ns | TNS, ns |
|---|---|---|---|
| floorplan | 18.2 | 1.69 | 0 |
| finish | 38.1 | 2.35 | 0 |
| global placement | 39.3 | 2.54 | -0.292 |
| detailed placement | 39.4 | 2.55 | -0.279 |
| global route | 42.4 | 2.37 | 0 |
| CTS | 39.9 | 2.35 | 0 |
-- area by class of cell --
cell class | count | area (µm²)
Fill cell | 401 | 3100
Inverter | 8 | 30.0
Multi-Input combinational cell | 4 | 87.6
Tap cell | 46 | 57.6
Timing Repair Buffer | 14 | 136
-- worst min-delay path, cell delays in order --
cell and delay [ns]:
dlygate4sd2_1 0.21, fa_2 0.19, clkdlybuf4s50_1 0.46
-- power groups by stage --
stage	Combinational, µW	Clock (µW)	Sequential (µW)
CTS	39.9	0	0
global route	42.4	0	0
finish	38.1	0	0
-- logic make-up (layout without fill, tap and decap cells) --
logic type  Yosys count  in the layout  share of synthesized area [%]
buf+inv              12             22                           42.9
fa+ha+maj             4              4                           57.1
-- timing repair --
item | in CTS | in global routing
cloned | 0 | 0
setup endpoints to repair | 3 | 1
resized | 7 | 0
pin swaps | 2 | 2
No activity file was given, so power comes from the tool's default toggle rates.
